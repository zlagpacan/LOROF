File: /design/flow/run.sh
#!/bin/bash
# OpenROAD 26Q1-2900-gdf79404cd8, Yosys 0.63+post, stock flow scripts
make -C /OpenROAD-flow-scripts/flow DESIGN_CONFIG=/design/flow/config.mk WORK_HOME=/design/flow/orfs finish
File: /design/flow/design.v
module peN_lsb_for #(
    parameter int unsigned WIDTH = 8,
    parameter int unsigned N = 3
) (
    input logic [WIDTH-1:0]             req_vec,
    output logic [N-1:0]                ack_valid_by_n,
    output logic [N-1:0][WIDTH-1:0]     ack_one_hot_by_n
);
    int unsigned num_acked;
    always_comb begin
        num_acked = 0;
        ack_valid_by_n = '0;
        ack_one_hot_by_n = '0;
        for (int i = 0; i < WIDTH; i++) begin
            if (req_vec[i] & num_acked < N) begin
                ack_valid_by_n[num_acked] = 1'b1;
                ack_one_hot_by_n[num_acked][i] = 1'b1;
                num_acked++;
            end
        end
    end
endmodule
`timescale 1ns/100ps
module peN_lsb_for_wrapper #(
	parameter int unsigned WIDTH = 8,
	parameter int unsigned N = 3
) (
    input logic CLK,
    input logic nRST,
	input logic [WIDTH-1:0] next_req_vec,
	output logic [N-1:0] last_ack_valid_by_n,
	output logic [N-1:0][WIDTH-1:0] last_ack_one_hot_by_n
);
	logic [WIDTH-1:0] req_vec;
	logic [N-1:0] ack_valid_by_n;
	logic [N-1:0][WIDTH-1:0] ack_one_hot_by_n;
	peN_lsb_for #(
		.WIDTH(WIDTH),
		.N(N)
	) WRAPPED_MODULE (.*);
    always_ff @ (posedge CLK, negedge nRST) begin
        if (~nRST) begin
			req_vec <= '0;
			last_ack_valid_by_n <= '0;
			last_ack_one_hot_by_n <= '0;
        end
        else begin
			req_vec <= next_req_vec;
			last_ack_valid_by_n <= ack_valid_by_n;
			last_ack_one_hot_by_n <= ack_one_hot_by_n;
        end
    end
endmodule
File: /design/flow/config.mk
export PLATFORM = sky130hd
export DESIGN_NAME = peN_lsb_for_wrapper
export DESIGN_NICKNAME = peN_lsb_for_wrapper
export VERILOG_FILES = /design/flow/design.v
export SDC_FILE = /design/flow/constraint.sdc
export NUM_CORES = 4
export LEC_CHECK = 1
export CORE_AREA = 10 10 92 92
export DIE_AREA = 0 0 102 102
File: /design/flow/constraint.sdc
current_design peN_lsb_for_wrapper

set clk_period 3.8
set clk_io_pct 0.2

create_clock -name clk0 -period $clk_period [get_ports {CLK}]

set non_clock_inputs [all_inputs -no_clocks]
set_input_delay [expr $clk_period * $clk_io_pct] -clock clk0 $non_clock_inputs
set_output_delay [expr $clk_period * $clk_io_pct] -clock clk0 [all_outputs]
==> impl_metrics.json <==
{
  "layout_top_cells": "62 x buf_4, 33 x clkdlybuf4s50_1, 32 x dfrtp_1",
  "n_antenna_cell": 0,
  "area.combinational_sq_mm": 0.00133,
  "synth_cell_types": 53,
  "max-cap-violations": 0,
  "worst_setup_path_start_kind": "flip-flop",
  "setup_violations": 9,
  "num_vias": 1782,
  "grt_pass1_vias": 1788,
  "initial_core_util_pct": 30.6,
  "num_io_pins": 37,
  "cellPowerDensity_mw_per_mm2": 396,
  "final-max-slew-violation-count": 0,
  "chipArea_sq_mm": 0.0104,
  "grt_max_degree": 33,
  "io_buffers": 33,
  "status": "complete, but fails checks",
  "fin_ws_ps": -1800,
  "clk_path_buf_depth": 2,
  "irDropWorstVdd_mv": 0.136,
  "path_class": "flip-flop to flip-flop",
  "via_per_inst": 4.65,
  "edf_count": 0,
  "rsz0062_at_grt": "true",
  "synth.avg_cell_area_sq_um": 9.93,
  "core_area_sq_mm": 0.00646,
  "wl_mm": 4.89,
  "finalCriticalPeriod_ps": 5600,
  "clk_pin_slew_ps": 70,
  "first_pass_iters": 4,
  "hp-class": "flip-flop to flip-flop",
  "insertion_delay_ps": 280,
  "syn2layout_area_growth_pct": 63.0,
  "yosysChipArea_sq_mm": 0.00198,
  "fmax_mhz": 179,
  "warnings": 36,
  "die.size.x_microns": 102,
  "antenna_found_initial": 0,
  "arrival_ps": 5780,
  "regArea_sq_um": 801,
  "nFillCells": 567,
  "holdBufCountCts": 0,
  "cp.required_ps": 3970,
  "period_used_pct": 147,
  "h-tree-depth": 2,
  "hold_violations": 0,
  "drive_gt1_share_pct": 38.6,
  "failed_checks": "setup timing",
  "p_leak_nw": 1.48,
  "drc_errors": 0,
  "layout.cells.most_common": "buf_4",
  "grt_pass1_wl_mm": 8.28,
  "synth_warnings": 2,
  "cpMaxStageDelayCell": "fa_1",
  "ys_ff": 32,
  "whs_ps": 456,
  "syn_area_sq_mm": 0.00198,
  "drt-initial-drc-count": 87,
  "rows": 29,
  "ys.flop_type": "dfrtp_1",
  "grt_overflow": 0,
  "die_height_microns": 102,
  "gp_congestion": 0.888,
  "cts-root-buf": "clkbuf_8",
  "ys_cells": 199,
  "critPathMaxFanout": 4,
  "dp_worst_setup_slack_ps": -1960,
  "async_flop_share_pct": 100,
  "grt_use_total_pct": 9.72,
  "hpwl_mm": 3.61,
  "cts_tree": "built",
  "ys_seq_share_pct": 40.5,
  "cts_num_sinks": 32,
  "wl_per_cell_microns": 12.8,
  "numCtsBuffers": 5,
  "skew_ps": 5.20,
  "end_kind": "flip-flop",
  "ant_nets": 0,
  "synth_cells": 199,
  "cp_common_cell": "ha_4",
  "slowest_delay_ps": 440
}
==> synthesized netlist by cell type (all sizes together), types with 2 or more instances <==
| master | number | area, sq um |
|---|---|---|
| and3 | 5 | 31.3 |
| a211oi | 2 | 15.0 |
| clkbuf | 3 | 11.3 |
| a21oi | 5 | 25.0 |
| o21ai | 3 | 15.0 |
| nor2b | 4 | 25.0 |
| inv | 10 | 37.5 |
| mux2i | 2 | 20.0 |
| and2 | 7 | 43.8 |
| nor3 | 6 | 30.0 |
| nor4 | 3 | 25.0 |
| o22ai | 5 | 37.5 |
| dfrtp | 32 | 801 |
| nand3 | 8 | 40.0 |
| or2 | 4 | 25.0 |
| buf | 9 | 65.1 |
| conb | 2 | 7.51 |
| nand3b | 3 | 22.5 |
| nand4 | 2 | 12.5 |
| nand2b | 7 | 43.8 |
| nor2 | 13 | 48.8 |
| fa | 2 | 40.0 |
| nand4b | 2 | 17.5 |
| ha | 19 | 238 |
| xnor2 | 3 | 26.3 |
| a221oi | 2 | 17.5 |
| nand2 | 13 | 48.8 |
| o211ai | 3 | 22.5 |
==> cell families after synthesis <==
| group | synth area share (%) |
|---|---|
| AND-OR/OR-AND | 12.2 |
| XOR/XNOR | 1.77 |
| flip-flops | 40.5 |
| buffers and inverters | 6.58 |
| AND/OR/NAND/NOR | 22.9 |
| other | 0.380 |
| multiplexers | 1.58 |
| adder cells (fa/ha/maj) | 14.1 |
==> through the flow <==
stage	area [sq um]	total power (W)	cells	TNS (ps)	utilization, %
final	3220	0.00128	383	-10640	49.9
after CTS	3110	0.00125	374	-10580	48.2
after global placement	2870	0.000914	358	-11190	44.4
after floorplan	2160	0.000698	210	-3670	-
after global routing	3220	0.00137	383	-12770	49.9
after detailed placement	2870	0.000920	358	-11480	44.4
==> metal layers <==
| metal | track usage (%) | routed length, microns |
|---|---|---|
| met4 | 1.84 | 72 |
| met2 | 15.1 | 2190 |
| met5 | 0 | 0 |
| met3 | 2.04 | 289 |
| met1 | 13.9 | 2330 |
==> final timing paths <==
check / start / end / slack (ps) / cells after the start
worst max-delay path: req_vec[0] / last_ack_valid_by_n[2] / -1800 / 28
worst min-delay path: req_vec[0] / last_ack_one_hot_by_n[0] / 460 / 0
worst max register to register: req_vec[0] / last_ack_valid_by_n[2] / -1800 / 28
worst min register to register: req_vec[0] / last_ack_one_hot_by_n[0] / 460 / 0
max in group asynchronous: nRST / last_ack_one_hot_by_n[15] / 2640 / 2
min in group asynchronous: nRST / last_ack_one_hot_by_n[0] / 870 / 2
==> worst max-delay path: cells and delay by family, from the launching register on <==
kind / cells / cell delay [ps]
simple gates: 10 / 1940
fa+ha+maj: 7 / 1640
xor+xnor: 1 / 80
flops: 1 / 420
compound gates: 7 / 1200
buf+inv: 3 / 210
==> sequential cells by signal, indices dropped and copies added (netlist names) <==
register and cells:
last_ack_one_hot_by_n 21, last_ack_valid_by_n 3, req_vec 8
==> cell type report <==
type | count | share of cell area [%]
Inverter | 11 | 1.67
Clock inverter | 2 | 0.388
Sequential cell | 32 | 24.8
Timing Repair Buffer | 101 | 26.8
Multi-Input combinational cell | 155 | 41.2
Clock buffer | 5 | 2.14
Tap cell | 77 | 2.99
==> power by group <==
group,total (W),switching [W],leakage (nW),internal [W]
combinational,0.000653,0.000287,1.02,0.000366
sequential,0.000374,0.00000838,0.411,0.000366
clock,0.000249,0.000125,0.0400,0.000124
==> what timing repair did <==
action | in CTS | in global routing
buffers inserted | 10 | 9
pin swaps | 19 | 21
hold endpoints to repair | 0 | 0
resized | 18 | 10
setup endpoints to repair | 9 | 10
Power figures rest on the tool's default switching activity, not on a simulated workload.
