File: flow/run.sh
#!/bin/bash
# OpenROAD 26Q1-2900-gdf79404cd8, Yosys 0.63+post, stock flow scripts
make -C /OpenROAD-flow-scripts/flow DESIGN_CONFIG=/design/flow/config.mk WORK_HOME=/design/flow/orfs finish
File: flow/config.mk
export PLATFORM = sky130hd
export DESIGN_NAME = ibuffer_deqer_wrapper
export DESIGN_NICKNAME = ibuffer_deqer_wrapper
export VERILOG_FILES = /design/flow/design.v
export SDC_FILE = /design/flow/constraint.sdc
export NUM_CORES = 4
export LEC_CHECK = 1
export CORE_UTILIZATION = 50
File: flow/constraint.sdc
current_design ibuffer_deqer_wrapper

set clk_period 12.2
set clk_io_pct 0.2

create_clock -name clk0 -period $clk_period [get_ports {CLK}]

set non_clock_inputs [all_inputs -no_clocks]
set_input_delay [expr $clk_period * $clk_io_pct] -clock clk0 $non_clock_inputs
set_output_delay [expr $clk_period * $clk_io_pct] -clock clk0 [all_outputs]
File: flow/design.v
module ibuffer_deqer (
    input logic [15:0]          valid_vec,
    input logic [15:0]          uncompressed_vec,
    input logic [15:0]          redirect_vec,
    output logic [15:0][4:0]    count_vec,
    output logic [15:0]         deqing_vec,
    output logic [3:0]          valid_by_way,
    output logic [3:0][3:0]     first_idx_by_way,
    output logic [3:0][3:0]     second_idx_by_way
);
    logic [15:0] count_up_vec;
    logic [3:0][15:0] mask_by_way;
    always_comb begin
        count_up_vec[0] = valid_vec[0];
        for (int i = 1; i <= 6; i++) begin
            count_up_vec[i] = valid_vec[i] & (~count_up_vec[i-1] | ~uncompressed_vec[i-1]);
        end
        count_up_vec[7] = valid_vec[7] & (~uncompressed_vec[7] | valid_vec[8] | redirect_vec[7]) & (~count_up_vec[6] | ~uncompressed_vec[6]);
        for (int i = 8; i <= 14; i++) begin
            count_up_vec[i] = valid_vec[i] & (~count_up_vec[i-1] | ~uncompressed_vec[i-1]);
        end
        count_up_vec[15] = valid_vec[15] & (~uncompressed_vec[15] | redirect_vec[15]) & (~count_up_vec[14] | ~uncompressed_vec[14]);
        count_vec[0] = count_up_vec[0];
        for (int i = 1; i <= 15; i++) begin
            count_vec[i] = count_vec[i-1] + count_up_vec[i];
        end
    end
    always_comb begin
        deqing_vec[0] = valid_vec[0];
        for (int i = 1; i <= 15; i++) begin
            deqing_vec[i] = 
                (count_up_vec[i] | (valid_vec[i] & count_up_vec[i-1] & uncompressed_vec[i-1]))
                & ((count_vec[i][4:2] == 3'b000) | (count_vec[i] == 5'b00100))
            ;
        end
    end
    always_comb begin
        for (int i = 0; i <= 15; i++) begin
            mask_by_way[0][i] = count_vec[i][0];
            mask_by_way[1][i] = count_vec[i][1];
            mask_by_way[2][i] = count_vec[i][1:0] == 2'b11;
            mask_by_way[3][i] = count_vec[i][2];
        end
    end
    genvar way;
    generate
        for (way = 0; way < 4; way++) begin
            pe_lsb_tree #(
                .WIDTH(16)
            ) FIRST_PE_LSB_BY_WAY (
                .req_vec(mask_by_way[way]),
                .ack_valid(valid_by_way[way]),
                .ack_index(first_idx_by_way[way])
            );
            pe_lsb_tree #(
                .WIDTH(16)
            ) SECOND_PE_LSB_BY_WAY (
                .req_vec(mask_by_way[way] << 1),
                .ack_valid(),
                .ack_index(second_idx_by_way[way])
            );
        end
    endgenerate
endmodule
module pe_lsb_tree #(
    parameter int unsigned WIDTH = 8
) (
    input  logic [WIDTH-1:0]            req_vec,
    output logic                        ack_valid,
    output logic [$clog2(WIDTH)-1:0]    ack_index
);
    localparam int unsigned LEVELS = $clog2(WIDTH);
    logic [LEVELS:0][WIDTH-1:0]                 valids;
    logic [LEVELS:0][WIDTH-1:0][LEVELS-1:0]     indexes;
    always_comb begin
        for (int j = 0; j < WIDTH; j++) begin
            valids[0][j] = req_vec[j];
            indexes[0][j] = j[LEVELS-1:0];
        end
        for (int l = 0; l < LEVELS; l++) begin
            for (int j = 0; j < (WIDTH >> (l + 1)); j++) begin
                valids[l+1][j] = valids[l][2*j] | valids[l][2*j+1];
                indexes[l+1][j] = valids[l][2*j] ? indexes[l][2*j] : indexes[l][2*j+1];
            end
        end
    end
    assign ack_valid = |req_vec;
    assign ack_index = indexes[LEVELS][0];
endmodule
`timescale 1ns/100ps
module ibuffer_deqer_wrapper #(
) (
    input logic CLK,
    input logic nRST,
	input logic [15:0] next_valid_vec,
	input logic [15:0] next_uncompressed_vec,
	input logic [15:0] next_redirect_vec,
	output logic [15:0][4:0] last_count_vec,
	output logic [15:0] last_deqing_vec,
	output logic [3:0] last_valid_by_way,
	output logic [3:0][3:0] last_first_idx_by_way,
	output logic [3:0][3:0] last_second_idx_by_way
);
	logic [15:0] valid_vec;
	logic [15:0] uncompressed_vec;
	logic [15:0] redirect_vec;
	logic [15:0][4:0] count_vec;
	logic [15:0] deqing_vec;
	logic [3:0] valid_by_way;
	logic [3:0][3:0] first_idx_by_way;
	logic [3:0][3:0] second_idx_by_way;
	ibuffer_deqer #(
	) WRAPPED_MODULE (.*);
    always_ff @ (posedge CLK, negedge nRST) begin
        if (~nRST) begin
			valid_vec <= '0;
			uncompressed_vec <= '0;
			redirect_vec <= '0;
			last_count_vec <= '0;
			last_deqing_vec <= '0;
			last_valid_by_way <= '0;
			last_first_idx_by_way <= '0;
			last_second_idx_by_way <= '0;
        end
        else begin
			valid_vec <= next_valid_vec;
			uncompressed_vec <= next_uncompressed_vec;
			redirect_vec <= next_redirect_vec;
			last_count_vec <= count_vec;
			last_deqing_vec <= deqing_vec;
			last_valid_by_way <= valid_by_way;
			last_first_idx_by_way <= first_idx_by_way;
			last_second_idx_by_way <= second_idx_by_way;
        end
    end
endmodule
==> metrics.yaml <==
sta:
  min_period_over_period: 0.773
  finClkSkew_ps: 11.6
  rsz0062_at_grt: "no"
  worstMarginPinSlew_ps: 686
  slew_viol_final: 0
  fmax_mhz: 106
  hold_viol_final: 0
  period_needed_ps: 9430
  fin_setup_tns_ps: 0
  setup_viol: 0
  slew_headroom: 0.543
synth:
  ys_cells: 632
  ys_seq_frac: 0.547
  flop_cell: "dfrtp_1"
  avgSynthCellArea_um2: 11.2
  synth_chip_area_um2: 7100
  synth_area_um2: 7100
  edf_count: 0
  netlist-cell-type-count: 55
  ys_ff: 155
  synth_cells: 632
  postSynth.asyncResetShare: 1.00
  ys_warn_count: 3
die:
  io_pins: 182
  die_height_um: 121
  chipArea_um2: 14700
  coreArea_um2: 13900
  die_w_um: 121
  rows: 43
  fp_util: 0.511
routing:
  route.vias.total: 5116
  wl_per_cell_um: 16.5
  drt-total-wl_mm: 16.4
  routed_via_density: 5.14
  first_iter_violations: 285
  final_antenna_net_count: 0
  drc_errors: 0
  firstDrtPassIters: 5
  insertedDiodeCount: 0
run:
  warning_count: 68
  drv_cap: 0
power_and_ir_drop:
  powerDensity_nw_per_um2: 308
  power.total_mw: 2.90
  internal-power_mw: 1.71
  ir_worst_vdd_v: 0.000246
  power_frac_clock: 0.172
  seq_power_share: 0.250
  p_comb_frac: 0.578
  switching_share: 0.410
  leakage_nw: 4.40
  p_sw_mw: 1.19
clock_tree:
  cts_setup_buffers: 0
  root_buffer: "clkbuf_16"
  clkSinkCount: 155
  htree_num_levels: 4
  clock_tree.buffer_depth: 2
  cts_buffers: 17
  cts_hold_buf: 0
  cts_tree: "done"
  clock_latency_ps: 420
  cts_resized: 0
  clk_pin_slew_ps: 60
worst_setup_path:
  cp_top_family: "adder cells"
  critPathSlowestCell: "fa_1"
  endpoint_kind: "flip-flop"
  rrSetupSlack_ps: 2770
  arrival_ps: 9740
  cp-start-kind: "flip-flop"
  path_common_cell: "ha_1"
  critPathMaxFanout: 9
  critical_path.max_stage_delay_ps: 660
  worst-path-buf-inv: 1
  crit_type: "flip-flop to flip-flop"
  worst_ep_required_time_ps: 12510
  crit_chain: "a21boi_0 > nand2_1 > and2_1 > fa_1 > ha_1 > fa_1 > ha_1 > ha_1 > ha_1 > ha_1 > ha_1 > ha_1 > ha_1 > ha_1 > ha_1 > ha_1 > inv_1 > ha_1 > ha_1 > a21o_1 > a22oi_1 > mux2i_1 > xor2_1 > a2111oi_2"
cells_and_area:
  drive_above_1_share: 0.0637
  comb_area_um2: 2840
  layout.cells.non_filler: 996
  flop_area_um2: 3880
  fillers: 1022
  syn_to_final_growth_pct: 32.5
place:
  hpwl_mm: 12.4
  dpl.cell_count: 964
  place.port_buffers: 157
  place.gp.congestion: 0.895
worst_hold_path:
  worstHoldPathType: "flip-flop to flip-flop"
global_route:
  antenna_found_initial: 0
  grt_pass1_vias: 5101
  grt_max_degree: 63
  grt_overflow: 0
  gr-usage-all-layers: 0.249
  grt_pass1_wl_mm: 26.6
run_status:
  status: "complete, no violations"
-- metal layers --
metal / vias to the layer above / global-route usage / share of wire
li1: 2432 / - / -
met4: 0 / 0.0340 / 0.013
met2: 169 / 0.382 / 0.48
met5: - / 0 / 0
met1: 2502 / 0.405 / 0.45
met3: 13 / 0.0437 / 0.055
-- layout by cell type, fill, tap and decap left out, types with 5 or more instances in the layout --
cell,instances
a21oi_1,26
a31oi_1,5
and2_1,9
and3_1,6
clkbuf_16,17
clkdlybuf4s50_1,156
conb_1,10
dfrtp_1,155
ha_1,65
inv_1,80
mux2i_1,6
nand2_1,72
nand2b_1,5
nand3_1,24
nor2_1,26
nor2b_1,5
nor3_1,9
o211ai_1,14
o21ai_0,29
xnor2_1,13
xor2_1,6
-- power groups by stage --
stage	Clock [mW]	Sequential [mW]	Combinational, mW
after CTS	0.505	0.728	1.68
after global routing	0.529	0.738	1.87
final	0.497	0.725	1.68
-- synthesized netlist by cell type, types with 3 or more instances --
cell type	count	share of area
mux2i_1	6	0.0085
a221o_1	4	0.0056
a21boi_0	4	0.0042
clkbuf_1	3	0.0016
nor3_1	9	0.0063
nand2b_1	5	0.0044
dfrtp_1	155	0.55
xnor2_2	3	0.0069
a21o_1	3	0.0032
and3_1	6	0.0053
o211ai_1	14	0.015
a21oi_1	26	0.018
a211oi_1	3	0.0032
inv_1	80	0.042
and2_1	9	0.0079
xnor2_1	13	0.016
nand4_1	4	0.0035
o21ai_0	29	0.020
a31oi_1	5	0.0044
a22oi_1	3	0.0032
ha_1	65	0.11
nor2b_1	5	0.0044
xor2_1	6	0.0074
nand2_1	72	0.038
nor2_1	26	0.014
buf_4	11	0.012
nand3_1	24	0.017
-- state kept, by name, summed over array words and instances, names as in the netlist --
| name | cells |
|---|---|
| last_deqing_vec | 16 |
| uncompressed_vec | 16 |
| last_valid_by_way | 4 |
| last_first_idx_by_way | 16 |
| redirect_vec | 2 |
| valid_vec | 16 |
| last_count_vec | 69 |
| last_second_idx_by_way | 16 |
-- through the flow --
stage               setup slack [ps]  area [um^2]  hold slack [ps]   util
detailed placement              2870         8840              446  0.637
CTS                             2780         9400              464  0.677
floorplan                       4170         7130              468      -
global route                    2340         9400              484  0.677
finish                          2770         9400              458  0.677
global placement                2940         8840              451  0.637
-- final cells by class --
type | instances | area share
Clock buffer | 22 | 0.0504
Tap cell | 180 | 0.0239
Clock inverter | 10 | 0.00971
Timing Repair Buffer | 159 | 0.169
Sequential cell | 155 | 0.412
Inverter | 81 | 0.0326
Multi-Input combinational cell | 389 | 0.302
-- cell families after synthesis --
kind of cell,Yosys count,synth area share
adders and majority gates,67,0.120
muxes,6,0.00846
DFF,155,0.547
other,1,0.000528
AOI/OAI and AO/OA,104,0.0940
buffers and inverters,97,0.0578
and+or+nand+nor,172,0.115
xor gates and xnor gates,30,0.0573
-- path summary, 6_finish.rpt --
check                        startpoint                  end  cells after the start
min in group asynchronous          nRST   last_count_vec[24]                      1
setup / recovery           valid_vec[0]  last_deqing_vec[15]                     24
hold / removal             valid_vec[1]   last_deqing_vec[1]                      0
max in group asynchronous          nRST   last_count_vec[64]                      2
setup reg to reg           valid_vec[0]  last_deqing_vec[15]                     24
hold reg to reg            valid_vec[1]   last_deqing_vec[1]                      0
Power is estimated from default activity; no workload was simulated.
