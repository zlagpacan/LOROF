===== ./design.v =====
module bram_1rwport #(
    parameter INNER_WIDTH = 32,
    parameter OUTER_WIDTH = 32,
    parameter INIT_FILE = ""
)(
    input logic CLK,
    input logic nRST,
    input logic ren,
    input logic [INNER_WIDTH/8-1:0] wen_byte,
    input logic [$clog2(OUTER_WIDTH)-1:0] rwindex,
    output logic [INNER_WIDTH-1:0] rdata,
    input logic [INNER_WIDTH-1:0] wdata
);
    logic [INNER_WIDTH-1:0] bram_array [0:OUTER_WIDTH-1];
    logic [INNER_WIDTH-1:0] rreg;
    generate
        if (INIT_FILE != "") begin: use_init_file
            initial begin
                $readmemh(INIT_FILE, bram_array, 0, (OUTER_WIDTH * INNER_WIDTH/8)-1);
            end
        end 
        else begin: init_bram_to_zero
            initial begin
                for (int i = 0; i < OUTER_WIDTH; i++) begin
                    bram_array[i] = '0;
                end
            end
        end
    endgenerate
    always @ (posedge CLK, negedge nRST) begin : bram_read
        if (~nRST) begin
            rreg <= '0;
        end
        else begin
            if (ren) rreg <= bram_array[rwindex];
        end
    end
    generate
        genvar wbyte;
        for (wbyte = 0; wbyte < INNER_WIDTH/8; wbyte++) begin: bram_write
            always @ (posedge CLK) begin
                if (wen_byte[wbyte]) bram_array[rwindex][(wbyte+1)*8-1:wbyte*8] <= wdata[(wbyte+1)*8-1:wbyte*8];
            end
        end
    endgenerate 
    assign rdata = rreg;
endmodule
`timescale 1ns/100ps
module bram_1rwport_wrapper #(
	parameter INNER_WIDTH = 32,
	parameter OUTER_WIDTH = 32,
	parameter INIT_FILE = ""
) (
    input logic CLK,
    input logic nRST,
	input logic next_ren,
	input logic [INNER_WIDTH/8-1:0] next_wen_byte,
	input logic [$clog2(OUTER_WIDTH)-1:0] next_rwindex,
	output logic [INNER_WIDTH-1:0] last_rdata,
	input logic [INNER_WIDTH-1:0] next_wdata
);
	logic ren;
	logic [INNER_WIDTH/8-1:0] wen_byte;
	logic [$clog2(OUTER_WIDTH)-1:0] rwindex;
	logic [INNER_WIDTH-1:0] rdata;
	logic [INNER_WIDTH-1:0] wdata;
	bram_1rwport #(
		.INNER_WIDTH(INNER_WIDTH),
		.OUTER_WIDTH(OUTER_WIDTH),
		.INIT_FILE(INIT_FILE)
	) WRAPPED_MODULE (.*);
    always_ff @ (posedge CLK, negedge nRST) begin
        if (~nRST) begin
			ren <= '0;
			wen_byte <= '0;
			rwindex <= '0;
			last_rdata <= '0;
			wdata <= '0;
        end
        else begin
			ren <= next_ren;
			wen_byte <= next_wen_byte;
			rwindex <= next_rwindex;
			last_rdata <= rdata;
			wdata <= next_wdata;
        end
    end
endmodule

===== ./run.sh =====
#!/bin/bash
# OpenROAD 26Q1-2900-gdf79404cd8, Yosys 0.63+post, stock flow scripts
make -C /OpenROAD-flow-scripts/flow DESIGN_CONFIG=/design/flow/config.mk WORK_HOME=/design/flow/orfs finish

===== ./config.mk =====
export PLATFORM = sky130hd
export DESIGN_NAME = bram_1rwport_wrapper
export DESIGN_NICKNAME = bram_1rwport_wrapper
export VERILOG_FILES = /design/flow/design.v
export SDC_FILE = /design/flow/constraint.sdc
export NUM_CORES = 4
export LEC_CHECK = 1
export CORE_UTILIZATION = 30

===== ./constraint.sdc =====
current_design bram_1rwport_wrapper

set clk_period 17.3
set clk_io_pct 0.2

create_clock -name clk0 -period $clk_period [get_ports {CLK}]

set non_clock_inputs [all_inputs -no_clocks]
set_input_delay [expr $clk_period * $clk_io_pct] -clock clk0 $non_clock_inputs
set_output_delay [expr $clk_period * $clk_io_pct] -clock clk0 [all_outputs]

==> metrics.csv <==
stage;metric;value;unit
run_status;status;completed;
worst_setup_path;number of cells on the worst reg-to-reg path;4;
placement;HPWL after DPL;62300;um
worst_setup_path;total buffers and inverters traversed by the critical path;1;
layout;Area growth syn-to-layout;16.0;%
worst_setup_path;peak per-stage delay on the critical path;0.46;ns
logic_synthesis;FFs w/ async S/R, synth;9.38;%
timing;RSZ-0062 raised after global routing;false;
logic_synthesis;Synth warnings;2;
timing;setup total negative slack;0;ns
route;Total Wirelength;99000;um
worst_setup_path;slowest cell on the critical path;sky130_fd_sc_hd__clkdlybuf4s50_1;
clocking;sink count of the clock tree;1130;
logic_synthesis;register share after synthesis;78.5;%
clocking;clock-pin slew on the worst setup and hold paths;0.06;ns
timing;slew at the pin closest to its max-slew limit;1.07;ns
logic_synthesis;Adder Share, Synth;0;%
clocking;clock buffer depth;3;
placement;Buffers on Ports;75;
clocking;# H-tree levels;3;
clocking;TritonCTS clock tree;yes;
clocking;setup fix buffers added after clock tree synthesis;0;
logic_synthesis;area fraction in mux cells;13.7;%
route;remaining routing DRC violations;0;
logic_synthesis;Netlist Area Pre-Place;42600;um^2
timing;Max Transition Viols Final;0;
worst_setup_path;critical path arrival;1.50;ns
global_routing;wire length of the first global-routing pass;146000;um
placement;Placement Setup Slack;12.54;ns
worst_setup_path;required time at the endpoint of the critical path;13.84;ns
worst_setup_path;launch instance of the worst register-to-register path;rwindex[1]$_DFF_PN0_;
clocking;Post-CTS Resized;0;
worst_hold_path;cell depth of the worst hold path;0;
logic_synthesis;Chip Area, Yosys;42600;um^2
timing;part of the cycle the worst path needs;28.7;%
route;iteration tally of the first detailed-router pass;5;
global_routing;global-route met2 utilization;23.0;%
die;core footprint;140000;um^2
global_routing;number of antenna violations at the first check in global routing;2;
logic_synthesis;Gate Count Post-Synth;2049;
clocking;hold-fix buffers at CTS;0;
clocking;library cell used as clock root buffer;sky130_fd_sc_hd__clkbuf_16;
timing;final worst slack;12.34;ns
worst_hold_path;hold path start;WRAPPED_MODULE.rreg[21]$_DFFE_PN0P_;
worst_setup_path;worst reg-to-reg setup slack;13.39;ns
logic_synthesis;number of flops mapped to enable cells by yosys;1024;
route;Avg WL per Cell;23.6;um
timing;worst clock skew on the final layout;0.0254;ns
worst_setup_path;Crit. Startpoint;last_rdata[3]$_DFF_PN0_;
global_routing;residual overflow from global routing;0;
power;sequential group share of total power;52.4;%
timing;final tally of setup violations;0;
global_routing;met3 Resource Use GR;10.7;%
flow_run;number of maximum-capacitance constraint violations;0;
power;total power after layout;5.85;mW
route;drt via density;4.86;
worst_setup_path;Critical Path Fanout Max;1;
logic_synthesis;count of different cell masters after synthesis;42;
power;leakage;15.7;nW
logic_synthesis;post-synthesis average cell area;20.8;um^2
power;Clock Power Share;42.9;%
timing;Max-Slew Margin vs Limit;28.6;%
route;Iteration-0 DRC Markers;1338;
logic_synthesis;number of synthesized register bits;1130;
power;Pint;4.61;mW
worst_setup_path;Critical Path Source Type;register;
timing;fmax;201;MHz
clocking;Late-Pin Clk Latency;0.72;ns
logic_synthesis;ys cells;2049;
worst_setup_path;CP cell instances;clkdlybuf4s50_1;
worst_hold_path;sink of the worst hold path;last_rdata[21]$_DFF_PN0_;
timing;minimum clock period after layout;4.96;ns
die;starting density of the core;30.4;%
worst_setup_path;Reg-to-Reg End;WRAPPED_MODULE.bram_array[23][25]$_DFFE_PP_;
layout;Logic area;8440;um^2
route;count of antenna-violating nets left after detailed routing;0;
worst_setup_path;start-to-end type of the worst setup path;reg -> out;
power;total power per unit cell area;118;nW/um^2
layout;share of post-route cells with drive strength above 1;20.7;%
global_routing;largest net degree at the start of global routing;49;
worst_setup_path;Largest delay share family, worst path;buffers and inverters;
timing;total count of hold-check failures in the final report;0;
layout;Filler Cells Inserted;12600;
power;share of total power in combinational logic;4.7;%
global_routing;GRT Max-Usage Layer;met2;
worst_hold_path;Tightest Hold Check Type;reg -> reg;
logic_synthesis;main kind of combinational logic by area;multiplexers;
route;antenna diode instance count;0;
die;die outline width;379;um
route;routed vias;20400;
power;Switching Power;1.24;mW
flow_run;total tool warning count;26;
logic_synthesis;Synth Flop Type;sky130_fd_sc_hd__edfxtp_1;
logic_synthesis;area fraction in compound gates;3.19;%
logic_synthesis;XOR/XNOR Fraction of Synth Area;0;%
clocking;clock buffers created by TritonCTS;116;
die;number of standard-cell rows in the floorplan;137;
layout;Flop area;33400;um^2
global_routing;global-route usage over all layers;14.9;%
power;IR Drop Worst-Case VDD;0.0954;mV
worst_setup_path;category of the worst setup path capture point;primary output;
die;area of the die;143000;um^2
logic_synthesis;simple share;2.83;%
global_routing;number of global-route vias before repair;22600;
global_routing;met1 Use GR;17.4;%
die;y dimension of the die;379;um
die;Top-Level Pins;76;
placement;GPL Wtd Cong;0.831;
power;share of total power consumed by net switching;21.2;%
## cell families after synthesis
kind of cell    Yosys count
flops                  1130
mux                     349
simple gates            281
compound gates          179
buf+inv                 110
## final cells by class
cell class	instances	area share, %
multi-input combinational	809	17.1
clock inverter	75	1.62
tap	1876	4.75
timing repair buffer	152	2.69
clock buffer	144	6.18
sequential	1130	67.7
inverter	2	0.0152
## cells in the mapped netlist, types with 12 or more instances
| master | n | share of area [%] |
|---|---|---|
| sky130_fd_sc_hd__o221ai_1 | 22 | 0.45 |
| sky130_fd_sc_hd__buf_2 | 33 | 0.39 |
| sky130_fd_sc_hd__o22ai_1 | 29 | 0.43 |
| sky130_fd_sc_hd__mux2i_1 | 139 | 3.3 |
| sky130_fd_sc_hd__edfxtp_1 | 1024 | 72 |
| sky130_fd_sc_hd__a41oi_1 | 22 | 0.45 |
| sky130_fd_sc_hd__nor2b_1 | 13 | 0.19 |
| sky130_fd_sc_hd__a22oi_1 | 43 | 0.76 |
| sky130_fd_sc_hd__mux2_2 | 24 | 0.64 |
| sky130_fd_sc_hd__nor2_1 | 173 | 1.5 |
| sky130_fd_sc_hd__mux4_2 | 186 | 9.8 |
| sky130_fd_sc_hd__clkbuf_1 | 28 | 0.25 |
| sky130_fd_sc_hd__nand2_1 | 59 | 0.52 |
| sky130_fd_sc_hd__dfrtp_1 | 106 | 6.2 |
| sky130_fd_sc_hd__a21oi_1 | 22 | 0.26 |
| sky130_fd_sc_hd__buf_6 | 25 | 0.66 |
| sky130_fd_sc_hd__nor3_1 | 12 | 0.14 |
| sky130_fd_sc_hd__buf_4 | 17 | 0.30 |
## worst max path at each step
stage / endpoint / slack [ns] / cells past startpoint
4_1_cts: last_rdata[3] / 12.27 / 1
5_1_grt: last_rdata[29] / 12.27 / 1
6_report: last_rdata[3] / 12.34 / 1
## power groups by stage
stage	combinational [mW]	sequential, mW	clock, mW
after CTS	0.280	3.07	2.57
after global routing	0.299	3.07	2.67
final	0.274	3.07	2.51
## sequential cells by signal, indices dropped and copies added, names as in the netlist
signal / count
ren: 1
wen_byte: 4
wdata: 32
WRAPPED_MODULE.rreg: 32
WRAPPED_MODULE.bram_array: 1024
rwindex: 5
last_rdata: 32
## through the flow
stage / instance area, um^2 / hold slack [ns] / util (%) / instances
after floorplan: 42600 / 0.354 / - / 2049
after detailed placement: 45500 / 0.442 / 32.5 / 3969
final: 49400 / 0.447 / 35.3 / 4188
after CTS: 49400 / 0.466 / 35.3 / 4188
after global routing: 49400 / 0.465 / 35.3 / 4188
after global placement: 45500 / 0.453 / 32.5 / 3969
## routing by layer
metal / vias to the layer above / routed length [um]
li1: 8748 / -
met3: 145 / 15000
met1: 10300 / 34400
met2: 1180 / 47400
met4: 2 / 2030
met5: - / 62
## placed cells by master (no fill, tap or decap), types with 10 or more instances in the layout
master                            instances
sky130_fd_sc_hd__edfxtp_1              1024
sky130_fd_sc_hd__mux4_2                 186
sky130_fd_sc_hd__nor2_1                 173
sky130_fd_sc_hd__mux2i_1                139
sky130_fd_sc_hd__clkbuf_16              118
sky130_fd_sc_hd__dfrtp_1                102
sky130_fd_sc_hd__buf_4                   77
sky130_fd_sc_hd__clkdlybuf4s50_1         74
sky130_fd_sc_hd__nand2_1                 59
sky130_fd_sc_hd__a22oi_1                 43
sky130_fd_sc_hd__o22ai_1                 29
sky130_fd_sc_hd__clkbuf_1                26
sky130_fd_sc_hd__clkinv_1                25
sky130_fd_sc_hd__mux2_2                  24
sky130_fd_sc_hd__o221ai_1                22
sky130_fd_sc_hd__a21oi_1                 22
sky130_fd_sc_hd__a41oi_1                 22
sky130_fd_sc_hd__bufinv_16               14
sky130_fd_sc_hd__nor2b_1                 12
sky130_fd_sc_hd__clkinv_2                12
sky130_fd_sc_hd__o21ai_0                 10
sky130_fd_sc_hd__a2111oi_2               10
sky130_fd_sc_hd__a31oi_1                 10
Power and IR drop assume default switching activity.
