## flow/constraint.sdc

```tcl
current_design bram_1xdelay_1rport_1wport_wrapper

set clk_period 22.4
set clk_io_pct 0.2

create_clock -name clk0 -period $clk_period [get_ports {CLK}]

set non_clock_inputs [all_inputs -no_clocks]
set_input_delay [expr $clk_period * $clk_io_pct] -clock clk0 $non_clock_inputs
set_output_delay [expr $clk_period * $clk_io_pct] -clock clk0 [all_outputs]
```

## flow/run.sh

```bash
#!/bin/bash
# OpenROAD 26Q1-2900-gdf79404cd8, Yosys 0.63+post, stock flow scripts
make -C /OpenROAD-flow-scripts/flow DESIGN_CONFIG=/design/flow/config.mk WORK_HOME=/design/flow/orfs finish
```

## flow/design.v

```verilog
module bram_1xdelay_1rport_1wport #(
    parameter INNER_WIDTH = 32,
    parameter OUTER_WIDTH = 32,
    parameter INIT_FILE = ""
)(
    input logic CLK,
    input logic nRST,
    input logic ren0,
    input logic ren1,
    input logic [$clog2(OUTER_WIDTH)-1:0] rindex,
    output logic [INNER_WIDTH-1:0] rdata,
    input logic [INNER_WIDTH/8-1:0] wen_byte,
    input logic [$clog2(OUTER_WIDTH)-1:0] windex,
    input logic [INNER_WIDTH-1:0] wdata
);
    logic [INNER_WIDTH-1:0] bram_array [0:OUTER_WIDTH-1];
    logic [INNER_WIDTH-1:0] rreg;
    generate
        if (INIT_FILE != "") begin: use_init_file
            initial begin
                $readmemh(INIT_FILE, bram_array, 0, (OUTER_WIDTH * INNER_WIDTH/8)-1);
            end
        end 
        else begin: init_bram_to_zero
            initial begin
                for (int i = 0; i < OUTER_WIDTH; i++) begin
                    bram_array[i] = '0;
                end
            end
        end
    endgenerate
    always @ (posedge CLK, negedge nRST) begin : bram_read
        if (~nRST) begin
            rreg <= '0;
        end
        else begin
            if (ren0) rreg <= bram_array[rindex];
        end
    end
    generate
        genvar wbyte;
        for (wbyte = 0; wbyte < INNER_WIDTH/8; wbyte++) begin: bram_write
            always @ (posedge CLK) begin
                if (wen_byte[wbyte]) bram_array[windex][(wbyte+1)*8-1:wbyte*8] <= wdata[(wbyte+1)*8-1:wbyte*8];
            end
        end
    endgenerate 
    always_ff @ (posedge CLK, negedge nRST) begin
        if (~nRST) begin
            rdata <= '0;
        end
        else begin
            if (ren1) rdata <= rreg;
        end
    end
endmodule
`timescale 1ns/100ps
module bram_1xdelay_1rport_1wport_wrapper #(
	parameter INNER_WIDTH = 32,
	parameter OUTER_WIDTH = 32,
	parameter INIT_FILE = ""
) (
    input logic CLK,
    input logic nRST,
	input logic next_ren0,
	input logic next_ren1,
	input logic [$clog2(OUTER_WIDTH)-1:0] next_rindex,
	output logic [INNER_WIDTH-1:0] last_rdata,
	input logic [INNER_WIDTH/8-1:0] next_wen_byte,
	input logic [$clog2(OUTER_WIDTH)-1:0] next_windex,
	input logic [INNER_WIDTH-1:0] next_wdata
);
	logic ren0;
	logic ren1;
	logic [$clog2(OUTER_WIDTH)-1:0] rindex;
	logic [INNER_WIDTH-1:0] rdata;
	logic [INNER_WIDTH/8-1:0] wen_byte;
	logic [$clog2(OUTER_WIDTH)-1:0] windex;
	logic [INNER_WIDTH-1:0] wdata;
	bram_1xdelay_1rport_1wport #(
		.INNER_WIDTH(INNER_WIDTH),
		.OUTER_WIDTH(OUTER_WIDTH),
		.INIT_FILE(INIT_FILE)
	) WRAPPED_MODULE (.*);
    always_ff @ (posedge CLK, negedge nRST) begin
        if (~nRST) begin
			ren0 <= '0;
			ren1 <= '0;
			rindex <= '0;
			last_rdata <= '0;
			wen_byte <= '0;
			windex <= '0;
			wdata <= '0;
        end
        else begin
			ren0 <= next_ren0;
			ren1 <= next_ren1;
			rindex <= next_rindex;
			last_rdata <= rdata;
			wen_byte <= next_wen_byte;
			windex <= next_windex;
			wdata <= next_wdata;
        end
    end
endmodule
```

## flow/config.mk

```make
export PLATFORM = sky130hd
export DESIGN_NAME = bram_1xdelay_1rport_1wport_wrapper
export DESIGN_NICKNAME = bram_1xdelay_1rport_1wport_wrapper
export VERILOG_FILES = /design/flow/design.v
export SDC_FILE = /design/flow/constraint.sdc
export NUM_CORES = 4
export LEC_CHECK = 1
export CORE_UTILIZATION = 30
```

==> out/metrics.cfg <==
[final_timing]
clock.fmax_mhz=166
report.final.hold_viol_count=0
fin_setup_tns_ns=0
setup_viol=0
finalCritPeriodShare=0.269
rsz0062_at_grt=no
timing.final.max_slew_violations=0
relSlewSlack=0.388
hold_ws_ns=0.368
tightest_slew_ns=0.914
finalClockSkew_ns=0.0208
finalCriticalPeriod_ns=6.03

[routing]
drt_wl_total_um=103000
drc=0
dr.pass1.iters=5
viasPerCell=4.74
ant_nets=0
wire_per_inst_um=22.1
via_count=22200
drt_iter0_drc=1076

[cts]
worstSkewPairLatency_ns=0.76
ctsHoldBuffers=0
cts.sinks=1168
cts_tree=yes
post-cts-setup-buffers=0
h-tree-depth=4
cts_resized=0
cts_buffer_depth=3
cts_made_buffers=131
root_buffer=clkbuf_16
clk_pin_slew_ns=0.06

[power_and_ir_drop]
power_density_mw_per_mm2=92.5
power.total_mw=4.84
vdd_ir_drop_max_mv=0.0716
cellLeakagePower_nw=18.1

[finish]
comb_area_mm2=0.00969
fin_area_mm2=0.0523
fillers=13600
utilization=0.353
seqCellArea_mm2=0.0344
areaGrowthSynthToFinish_pct=16.3
drive_gt1_frac=0.131

[job]
maxCapViolCount=0
log.warning_count=26

[floorplanning]
fp.dieH_um=389
die_x_um=389
fp_util=0.303
pin_count=82
coreArea_mm2=0.148
die-area_mm2=0.151
rows=141

[worst_setup_path]
r2r_cells=8
critPathBufInv=1
critical_path.endpoint_type=output port
crit_start=last_rdata[25]
cp-endpoint=last_rdata[25]
r2r_end=WRAPPED_MODULE.rreg[1]
cp_slowest_cell=clkdlybuf4s50_1
crit_path_max_incr_delay_ns=0.47
worst-setup-path-type=reg2out
path_cells=clkdlybuf4s50_1
path_depth=1
rr_startpoint=rindex[0]
required_ns=17.92
path_delay_family=buffers and inverters
start_kind=flip-flop
path_max_fanout=1
worstPathArrival_ns=1.55
reg2reg_setup_slack_ns=17.91

[global_route]
grt_max_degree=95
grt_pass1_wl_um=152000
grt.total_usage=0.145
antenna_found_initial=4
first_global_vias=22800
grt_overflow_total=0

[placement]
place.gp.congestion=0.822
port-buffer-count=81
hpwl_um=61600
placed_area_mm2=0.0480

[worst_hold_path]
hold_depth=0
min_path_type=reg2reg

[logic_synthesis]
yosys_area_mm2=0.0450
ys_seq_frac=0.764
logic_family=multiplexers
ys.flops=1168
compound_area_frac=0.0570
synth_cells=2490
synth_area_leader_cell=edfxtp_1
muxShareOfSynthArea=0.130
ys_sh_simple=0.0277
ys_warn_count=2
avgSynthCellArea_um2=18.1
adder_share=0
xor_share=0
yosysUniqueCellTypes=25
synth_area_mm2=0.0450
top_area_frac=0.684
yosys-top-cells-area=edfxtp_1 68%, mux2i_1 11%, dfrtp_1 8.0%
synth_stat.cells=2490

[outcome]
run_status=completed

[Yosys cell counts, drive strengths merged]
cell       n
a21oi    128
a22oi    256
and2     129
buf       88
clkbuf    61
dfrtp    144
edfxtp  1024
mux2      64
mux2i    512
nand2      3
nand2b     4
nand3      1
nand3b     3
nor2      34
nor2b      2
nor4      32
or2        2
or3        1
or3b       2
[power breakdown]
part	total (mW)	switching (mW)	internal [mW]
sequential	2.46	0.0252	2.43
clock	2.13	0.852	1.28
combinational	0.254	0.149	0.105
total	4.84	1.03	3.81
[area by class of cell]
| type | instances | area share |
|---|---|---|
| repair buffers | 178 | 0.0297 |
| diodes | 6 | 0.000287 |
| flip-flops and latches | 1168 | 0.657 |
| clock inverters | 63 | 0.0138 |
| multi-input cells | 1173 | 0.185 |
| well taps | 1930 | 0.0462 |
| clock buffers | 167 | 0.0681 |
[sequential cells by signal, indices dropped and copies added (netlist names), 4 cells and up]
signal,cells
WRAPPED_MODULE.bram_array,1024
WRAPPED_MODULE.rdata,32
WRAPPED_MODULE.rreg,32
last_rdata,32
rindex,5
wdata,32
wen_byte,4
windex,5
[cells in the final DEF, fill, tap and decap left out, types with 6 or more instances in the layout]
| cell type | n |
|---|---|
| clkdlybuf4s50_1 | 80 |
| clkinv_2 | 15 |
| nor4_1 | 32 |
| bufinv_16 | 13 |
| dfrtp_1 | 141 |
| edfxtp_1 | 1024 |
| nor2_1 | 33 |
| inv_6 | 8 |
| clkbuf_1 | 28 |
| clkbuf_16 | 137 |
| diode_2 | 6 |
| buf_4 | 96 |
| mux2_2 | 64 |
| a22oi_1 | 256 |
| clkinv_1 | 17 |
| mux2i_1 | 512 |
| a21oi_1 | 128 |
| and2_1 | 128 |
[per-stage QoR]
step	worst slack [ns]	instances
after floorplan	17.61	2490
after global placement	16.41	4449
after detailed placement	16.41	4449
after CTS	16.31	4679
after global routing	16.28	4679
final	16.37	4685
[logic make-up after synthesis]
logic type	count (synthesis)
multiplexers	576
buffers and inverters	149
flip-flops	1168
AND-OR/OR-AND	384
AND/OR/NAND/NOR	213
[worst min path at each step]
stage	from	to	slack, ns
4_1_cts	WRAPPED_MODULE.rdata[14]	last_rdata[14]	0.37
5_1_grt	WRAPPED_MODULE.rdata[11]	last_rdata[11]	0.38
6_report	WRAPPED_MODULE.rdata[14]	last_rdata[14]	0.37
[routing by layer]
layer,vias up,GRT usage,part of all wire
li1,10200,-,-
met1,11100,0.200,0.41
met2,799,0.210,0.45
met3,148,0.0837,0.12
met4,18,0.0255,0.020
met5,-,0.00447,0.0021
