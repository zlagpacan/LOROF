File: design/flow/config.mk
export PLATFORM = sky130hd
export DESIGN_NAME = bram_2rport_1wport_wrapper
export DESIGN_NICKNAME = bram_2rport_1wport_wrapper
export VERILOG_FILES = /design/flow/design.v
export SDC_FILE = /design/flow/constraint.sdc
export NUM_CORES = 4
export LEC_CHECK = 1
export CORE_UTILIZATION = 40
File: design/flow/constraint.sdc
current_design bram_2rport_1wport_wrapper

set clk_period 15.6
set clk_io_pct 0.2

create_clock -name clk0 -period $clk_period [get_ports {CLK}]

set non_clock_inputs [all_inputs -no_clocks]
set_input_delay [expr $clk_period * $clk_io_pct] -clock clk0 $non_clock_inputs
set_output_delay [expr $clk_period * $clk_io_pct] -clock clk0 [all_outputs]
File: design/flow/design.v
module bram_2rport_1wport #(
    parameter INNER_WIDTH = 32,
    parameter OUTER_WIDTH = 32,
    parameter INIT_FILE = ""
)(
    input logic CLK,
    input logic nRST,
    input logic port0_ren,
    input logic [$clog2(OUTER_WIDTH)-1:0] port0_rindex,
    output logic [INNER_WIDTH-1:0] port0_rdata,
    input logic port1_ren,
    input logic [$clog2(OUTER_WIDTH)-1:0] port1_rindex,
    output logic [INNER_WIDTH-1:0] port1_rdata,
    input logic [INNER_WIDTH/8-1:0] wen_byte,
    input logic [$clog2(OUTER_WIDTH)-1:0] windex,
    input logic [INNER_WIDTH-1:0] wdata
);
    logic [INNER_WIDTH-1:0] bram_array [0:OUTER_WIDTH-1];
    logic [INNER_WIDTH-1:0] port0_rreg;
    logic [INNER_WIDTH-1:0] port1_rreg;    
    generate
        if (INIT_FILE != "") begin: use_init_file
            initial begin
                $display($sformatf("Initializing memory with file: %s", INIT_FILE));
                $readmemh(INIT_FILE, bram_array, 0, (OUTER_WIDTH * INNER_WIDTH/8)-1);
            end
        end 
        else begin: init_bram_to_zero
            initial begin
                for (int i = 0; i < OUTER_WIDTH; i++) begin
                    bram_array[i] = '0;
                end
            end
        end
    endgenerate
    always @ (posedge CLK, negedge nRST) begin : bram_read
        if (~nRST) begin
            port0_rreg <= '0;
            port1_rreg <= '0;
        end
        else begin
            if (port0_ren) port0_rreg <= bram_array[port0_rindex];
            if (port1_ren) port1_rreg <= bram_array[port1_rindex];
        end
    end
    generate
        genvar wbyte;
        for (wbyte = 0; wbyte < INNER_WIDTH/8; wbyte++) begin: bram_write
            always @ (posedge CLK) begin
                if (wen_byte[wbyte]) bram_array[windex][(wbyte+1)*8-1:wbyte*8] <= wdata[(wbyte+1)*8-1:wbyte*8];
            end
        end
    endgenerate 
    assign port0_rdata = port0_rreg;
    assign port1_rdata = port1_rreg;
endmodule
`timescale 1ns/100ps
module bram_2rport_1wport_wrapper #(
	parameter INNER_WIDTH = 32,
	parameter OUTER_WIDTH = 32,
	parameter INIT_FILE = ""
) (
    input logic CLK,
    input logic nRST,
	input logic next_port0_ren,
	input logic [$clog2(OUTER_WIDTH)-1:0] next_port0_rindex,
	output logic [INNER_WIDTH-1:0] last_port0_rdata,
	input logic next_port1_ren,
	input logic [$clog2(OUTER_WIDTH)-1:0] next_port1_rindex,
	output logic [INNER_WIDTH-1:0] last_port1_rdata,
	input logic [INNER_WIDTH/8-1:0] next_wen_byte,
	input logic [$clog2(OUTER_WIDTH)-1:0] next_windex,
	input logic [INNER_WIDTH-1:0] next_wdata
);
	logic port0_ren;
	logic [$clog2(OUTER_WIDTH)-1:0] port0_rindex;
	logic [INNER_WIDTH-1:0] port0_rdata;
	logic port1_ren;
	logic [$clog2(OUTER_WIDTH)-1:0] port1_rindex;
	logic [INNER_WIDTH-1:0] port1_rdata;
	logic [INNER_WIDTH/8-1:0] wen_byte;
	logic [$clog2(OUTER_WIDTH)-1:0] windex;
	logic [INNER_WIDTH-1:0] wdata;
	bram_2rport_1wport #(
		.INNER_WIDTH(INNER_WIDTH),
		.OUTER_WIDTH(OUTER_WIDTH),
		.INIT_FILE(INIT_FILE)
	) WRAPPED_MODULE (.*);
    always_ff @ (posedge CLK, negedge nRST) begin
        if (~nRST) begin
			port0_ren <= '0;
			port0_rindex <= '0;
			last_port0_rdata <= '0;
			port1_ren <= '0;
			port1_rindex <= '0;
			last_port1_rdata <= '0;
			wen_byte <= '0;
			windex <= '0;
			wdata <= '0;
        end
        else begin
			port0_ren <= next_port0_ren;
			port0_rindex <= next_port0_rindex;
			last_port0_rdata <= port0_rdata;
			port1_ren <= next_port1_ren;
			port1_rindex <= next_port1_rindex;
			last_port1_rdata <= port1_rdata;
			wen_byte <= next_wen_byte;
			windex <= next_windex;
			wdata <= next_wdata;
        end
    end
endmodule
File: design/flow/run.sh
#!/bin/bash
# OpenROAD 26Q1-2900-gdf79404cd8, Yosys 0.63+post, stock flow scripts
make -C /OpenROAD-flow-scripts/flow DESIGN_CONFIG=/design/flow/config.mk WORK_HOME=/design/flow/orfs finish
==> impl_metrics.yaml <==
# physical design summary
status:
  status: "finished clean"
timing:
  skew_ns: 0.0281
  timing.setup.tns_ns: 0
  finalHoldViolCount: 0
  holdWs_ns: 0.368
  worst_pin_slew_ns: 1.06
  fmax_ghz: 0.194
  setup_ws_ns: 10.44
  slew_headroom_pct: 28.8
  drv_slew: 0
  post-route-period-util_pct: 33.1
  report.final.setup_viol: 0
  final.min_clock_period_ns: 5.16
  rsz0062_at_grt: "no"
flow_run:
  drv_cap: 0
  log.warning_count: 26
pwr:
  clkPwrFrac_pct: 43.5
  power_density_nw_per_um2: 121
  power_frac_comb_pct: 7.8
  peakVddDrop_mv: 0.113
  p_int_w: 0.00581
  swShare_pct: 22.5
  p_switching_w: 0.00169
  seq_power_share_pct: 48.8
  leakage_nw: 22.5
clock_network:
  cts_max_level: 4
  clkSlewWorstSetupHoldPaths_ns: 0.06
  clock-sinks: 1205
  cts_resized: 0
  postCtsHoldBufs: 0
  cts_buffers: 137
  cts-root-buf: "clkbuf_16"
  cts_setup_buffers: 0
  cts_tree: "built"
  clk-insertion-delay-late_ns: 0.77
  cts_max_path_buffers: 3
setup_path:
  crit_arrival_ns: 5.80
  cp-startpoint: "port0_rindex[0]$_DFF_PN0_"
  required_ns: 16.24
  regToRegSetupSlack_ns: 10.44
  cp_max_fo: 46
  start_kind: "flop"
  crit_path_end_kind: "flop"
  critPathKind: "flop to flop"
  regToRegStartpoint: "port0_rindex[0]$_DFF_PN0_"
  r2r_cells: 10
cells_and_area:
  regArea_sq_um: 35300
  fin_cells: 5571
  syn_to_final_growth_pct: 13.1
  nFillCells: 11676
  layout.area.comb_sq_um: 17700
  drive_gt1_share_pct: 10.3
detailed_routing:
  viasPerCell: 5.92
  firstDrtPassIters: 5
  avgRoutedWirePerCell_um: 29.1
  drc: 0
  drt_iter0_markers: 2143
  antenna_left: 0
  drt_wl_total_um: 162000
  num_vias: 32976
floorplan:
  die_x_um: 372
  dieArea_sq_um: 138000
  rows: 135
  fp-utilization_pct: 40.3
  io_pins: 119
  dieHeight_um: 372
  core-area_sq_um: 135000
hold_path:
  hold_path.class: "flop to flop"
  hp-start: "WRAPPED_MODULE.port1_rreg[4]$_DFFE_PN0P_"
  hold_depth: 0
yosys:
  yosysWarnings: 2
  synthDistinctLibCells: 24
  syn_area_per_cell_sq_um: 15.2
  yosys_cells: 3589
  numSynthFlops: 1205
  synth_area_sq_um: 54600
  postSynthCellCount: 3589
  ys_chip_area_sq_um: 54600
  ys_seq_share_pct: 64.6
placement:
  post-place-ws_ns: 10.50
  place_inst: 5315
  place_hpwl_um: 94700
  portBuffers: 118
  gp_congestion: 0.877
global_routing:
  gr-total-overflow: 0
  grt_max_degree: 97
  grt.total_usage_pct: 25.4
  grt_pass1_wl_um: 234000
  first_global_vias: 34738
  antenna_found_initial: 5
-- per-stage QoR --
stage / total power, W / utilization (%) / area (sq um)
6_report: 0.00750 / 45.6 / 61800
5_1_grt: 0.00773 / 45.6 / 61800
4_1_cts: 0.00756 / 45.6 / 61800
3_5_place_dp: 0.00431 / 42.2 / 57200
3_3_place_gp: 0.00430 / 42.2 / 57200
2_1_floorplan: 0.00405 / - / 54600
-- state kept, by name, indices dropped and copies added (netlist names) --
name,cells
WRAPPED_MODULE.bram_array,1024
WRAPPED_MODULE.port0_rreg,32
WRAPPED_MODULE.port1_rreg,32
last_port0_rdata,32
last_port1_rdata,32
port0_ren,1
port0_rindex,5
port1_ren,1
port1_rindex,5
wdata,32
wen_byte,4
windex,5
-- path summary, 6_finish.rpt --
check	endpoint
worst min-delay path	last_port1_rdata[4]$_DFF_PN0_
worst min register to register	last_port1_rdata[4]$_DFF_PN0_
min in group asynchronous	wdata[19]$_DFF_PN0_
worst max register to register	WRAPPED_MODULE.port0_rreg[7]$_DFFE_PN0P_
max in group asynchronous	port0_ren$_DFF_PN0_
worst max-delay path	WRAPPED_MODULE.port0_rreg[7]$_DFFE_PN0P_
-- power by group through the flow --
stage | logic [W] | clock network [W] | registers (W)
CTS | 0.000584 | 0.00332 | 0.00366
global route | 0.000625 | 0.00344 | 0.00367
finish | 0.000584 | 0.00326 | 0.00366
-- layer usage --
metal | vias to the layer above | wire [um] | track usage, %
li1 | 14449 | - | -
met1 | 16397 | 59700 | 33.0
met2 | 1805 | 74100 | 36.8
met3 | 317 | 22400 | 15.1
met4 | 8 | 6050 | 7.93
met5 | - | 165 | 0.664
-- worst max-delay path, stage by stage, from the launching register on --
cell and delay, ns:
dfrtp_4 0.73, buf_4 0.64, buf_4 0.67, buf_4 0.80
buf_4 0.61, buf_4 0.49, mux2i_1 0.26, a22oi_1 0.11
a21oi_1 0.26, nor4_1 0.07, mux2_2 0.27
-- cell families after synthesis --
family                 Yosys count  share of synthesized area [%]
buffers and inverters          275                           3.23
AND-OR/OR-AND                  768                           9.38
AND/OR/NAND/NOR                253                           2.73
multiplexers                  1088                           20.1
flip-flops                    1205                           64.6
-- layout by cell type, fill, tap and decap left out, types with 5 or more instances in the layout --
cell type,count
mux2i_1,1024
clkinv_2,15
a21oi_1,256
clkbuf_1,40
clkbuf_16,145
dfrtp_1,177
nor2_1,33
clkinv_1,12
clkdlybuf4s50_1,117
bufinv_16,12
inv_6,5
nor4_1,64
clkbuf_8,16
buf_4,98
and2_1,128
edfxtp_1,1024
mux2_2,64
diode_2,6
a22oi_1,512
-- Yosys cell counts (all sizes together) --
library cell,number,area [sq um]
edfxtp,1024,30700
mux2i,1024,10200
a22oi,512,3840
a21oi,256,1280
dfrtp,181,4530
buf,162,1320
and2,130,813
clkbuf,113,447
mux2,64,721
nor4,64,400
nor2,35,131
nand2b,6,37.5
nand2,4,15.0
nor2b,4,25.0
nand3b,3,22.5
or2,3,18.8
or3b,2,17.5
nand3,1,5.00
or3,1,6.26
-- cell type report --
type | count | share of cell area, %
repair buffers | 220 | 3.24
diodes | 6 | 0.0243
well taps | 1781 | 3.61
clock inverters | 49 | 0.950
clock buffers | 201 | 6.47
flip-flops and latches | 1205 | 57.1
multi-input cells | 2109 | 28.6
Power is estimated from default activity; no workload was simulated.
