File: /design/flow/design.v
module bram_1rport_1wport #(
    parameter INNER_WIDTH = 32,
    parameter OUTER_WIDTH = 32,
    parameter INIT_FILE = ""
)(
    input logic CLK,
    input logic nRST,
    input logic ren,
    input logic [$clog2(OUTER_WIDTH)-1:0] rindex,
    output logic [INNER_WIDTH-1:0] rdata,
    input logic [INNER_WIDTH/8-1:0] wen_byte,
    input logic [$clog2(OUTER_WIDTH)-1:0] windex,
    input logic [INNER_WIDTH-1:0] wdata
);
    logic [INNER_WIDTH-1:0] bram_array [0:OUTER_WIDTH-1];
    logic [INNER_WIDTH-1:0] rreg;
    generate
        if (INIT_FILE != "") begin: use_init_file
            initial begin
                $readmemh(INIT_FILE, bram_array, 0, (OUTER_WIDTH * INNER_WIDTH/8)-1);
            end
        end 
        else begin: init_bram_to_zero
            initial begin
                for (int i = 0; i < OUTER_WIDTH; i++) begin
                    bram_array[i] = '0;
                end
            end
        end
    endgenerate
    always @ (posedge CLK, negedge nRST) begin : bram_read
        if (~nRST) begin
            rreg <= '0;
        end
        else begin
            if (ren) rreg <= bram_array[rindex];
        end
    end
    generate
        genvar wbyte;
        for (wbyte = 0; wbyte < INNER_WIDTH/8; wbyte++) begin: bram_write
            always @ (posedge CLK) begin
                if (wen_byte[wbyte]) bram_array[windex][(wbyte+1)*8-1:wbyte*8] <= wdata[(wbyte+1)*8-1:wbyte*8];
            end
        end
    endgenerate 
    always_comb begin
        rdata = rreg;
    end
endmodule
`timescale 1ns/100ps
module bram_1rport_1wport_wrapper #(
	parameter INNER_WIDTH = 32,
	parameter OUTER_WIDTH = 32,
	parameter INIT_FILE = ""
) (
    input logic CLK,
    input logic nRST,
	input logic next_ren,
	input logic [$clog2(OUTER_WIDTH)-1:0] next_rindex,
	output logic [INNER_WIDTH-1:0] last_rdata,
	input logic [INNER_WIDTH/8-1:0] next_wen_byte,
	input logic [$clog2(OUTER_WIDTH)-1:0] next_windex,
	input logic [INNER_WIDTH-1:0] next_wdata
);
	logic ren;
	logic [$clog2(OUTER_WIDTH)-1:0] rindex;
	logic [INNER_WIDTH-1:0] rdata;
	logic [INNER_WIDTH/8-1:0] wen_byte;
	logic [$clog2(OUTER_WIDTH)-1:0] windex;
	logic [INNER_WIDTH-1:0] wdata;
	bram_1rport_1wport #(
		.INNER_WIDTH(INNER_WIDTH),
		.OUTER_WIDTH(OUTER_WIDTH),
		.INIT_FILE(INIT_FILE)
	) WRAPPED_MODULE (.*);
    always_ff @ (posedge CLK, negedge nRST) begin
        if (~nRST) begin
			ren <= '0;
			rindex <= '0;
			last_rdata <= '0;
			wen_byte <= '0;
			windex <= '0;
			wdata <= '0;
        end
        else begin
			ren <= next_ren;
			rindex <= next_rindex;
			last_rdata <= rdata;
			wen_byte <= next_wen_byte;
			windex <= next_windex;
			wdata <= next_wdata;
        end
    end
endmodule
File: /design/flow/run.sh
#!/bin/bash
# OpenROAD 26Q1-2900-gdf79404cd8, Yosys 0.63+post, stock flow scripts
make -C /OpenROAD-flow-scripts/flow DESIGN_CONFIG=/design/flow/config.mk WORK_HOME=/design/flow/orfs finish
File: /design/flow/config.mk
export PLATFORM = sky130hd
export DESIGN_NAME = bram_1rport_1wport_wrapper
export DESIGN_NICKNAME = bram_1rport_1wport_wrapper
export VERILOG_FILES = /design/flow/design.v
export SDC_FILE = /design/flow/constraint.sdc
export NUM_CORES = 4
export LEC_CHECK = 1
export CORE_UTILIZATION = 40
File: /design/flow/constraint.sdc
current_design bram_1rport_1wport_wrapper

set clk_period 15.2
set clk_io_pct 0.2

create_clock -name clk0 -period $clk_period [get_ports {CLK}]

set non_clock_inputs [all_inputs -no_clocks]
set_input_delay [expr $clk_period * $clk_io_pct] -clock clk0 $non_clock_inputs
set_output_delay [expr $clk_period * $clk_io_pct] -clock clk0 [all_outputs]
==> flow_summary.html <==
<h2>Synthesis and place &amp; route</h2>
<table>
<tr><th>Metric</th><th>Value</th></tr>
<tr><th colspan="2">Run</th></tr>
<tr><td>Total tool warning count</td><td>26</td></tr>
<tr><td>Number of max-cap violations</td><td>0</td></tr>
<tr><th colspan="2">GRT</th></tr>
<tr><td>Grt total ovfl</td><td>0</td></tr>
<tr><td>Global routing usage summed across all routing layers</td><td>19.9%</td></tr>
<tr><td>Via count of the first global-routing pass</td><td>23700</td></tr>
<tr><td>Antenna violations before repair</td><td>3</td></tr>
<tr><td>Global-route wire length before repair</td><td>150 mm</td></tr>
<tr><td>Largest net degree at the start of global routing</td><td>99</td></tr>
<tr><th colspan="2">Synthesis</th></tr>
<tr><td>Average cell area after synthesis</td><td>18.1 um2</td></tr>
<tr><td>YS warnings</td><td>2</td></tr>
<tr><td>Combined area of all synthesized cells</td><td>43700 um2</td></tr>
<tr><td>Yosys stat chip area</td><td>43700 um2</td></tr>
<tr><td>Number of storage elements in the synthesis netlist</td><td>1135</td></tr>
<tr><td>Async set or reset register ratio after synthesis</td><td>9.78%</td></tr>
<tr><td>Number of instances in the synthesized netlist</td><td>2421</td></tr>
<tr><td>Post-synthesis sequential area ratio</td><td>76.6%</td></tr>
<tr><td>Yosys stat cell total</td><td>2421</td></tr>
<tr><td>Prevailing post-synth register cell</td><td>edfxtp_1</td></tr>
<tr><td>EDFF count, synth</td><td>1024</td></tr>
<tr><td>Number of distinct library cells after synthesis</td><td>25</td></tr>
<tr><th colspan="2">STA</th></tr>
<tr><td>Final worst clock skew</td><td>0.0203 ns</td></tr>
<tr><td>Final hold vios</td><td>0</td></tr>
<tr><td># setup viols final</td><td>0</td></tr>
<tr><td>Final Critical Period</td><td>4.92 ns</td></tr>
<tr><td>Transition time at the pin with the least slew margin</td><td>0.933 ns</td></tr>
<tr><td>WHS</td><td>0.371 ns</td></tr>
<tr><td>Highest achievable clock rate</td><td>203 MHz</td></tr>
<tr><td>Unrepaired setup endpoints after global routing</td><td>false</td></tr>
<tr><td>Worst rel slew slack</td><td>37.6%</td></tr>
<tr><td>Final Max-Slew Violation Tally</td><td>0</td></tr>
<tr><td>Setup WS post-layout</td><td>10.28 ns</td></tr>
<tr><td>Post-route clock period utilization</td><td>32.4%</td></tr>
<tr><td>Total negative slack</td><td>0 ns</td></tr>
<tr><th colspan="2">CTS</th></tr>
<tr><td>Setup Buffers After CTS</td><td>0</td></tr>
<tr><td>Largest buffer count on any clock path</td><td>3</td></tr>
<tr><td>Number of buffers added to fix hold violations after cts</td><td>0</td></tr>
<tr><td>CTS clock-pin slew for the worst setup and hold paths</td><td>0.06 ns</td></tr>
<tr><td>Clk Latency, worst-skew pair</td><td>0.68 ns</td></tr>
<tr><td>Cts bufs inserted</td><td>112</td></tr>
<tr><td>Deepest level of the CTS H-tree</td><td>3</td></tr>
<tr><td>Clock net sink count</td><td>1135</td></tr>
<tr><td>Post-cts sizing count</td><td>0</td></tr>
<tr><td>CTS Root Buffer Type</td><td>clkbuf_16</td></tr>
<tr><td>CTS tree</td><td>done</td></tr>
<tr><th colspan="2">Layout</th></tr>
<tr><td>Share of final-layout standard cells stronger than drive strength 1</td><td>11.3%</td></tr>
<tr><td>Utilization after layout</td><td>46.1%</td></tr>
<tr><td>Most frequent cells in the layout</td><td>1024 x edfxtp_1, 512 x mux2i_1, 256 x a22oi_1</td></tr>
<tr><td>Number of cells in the finished layout apart from fillers</td><td>4059</td></tr>
<tr><td>Signed area change from the synthesized netlist to the final layout</td><td>13.6%</td></tr>
<tr><td>Filler cell count in the final layout</td><td>8800</td></tr>
<tr><td>Most used logic cell in the final layout</td><td>edfxtp_1</td></tr>
<tr><td>Area of all placed cells without fillers</td><td>49700 um2</td></tr>
<tr><th colspan="2">Route</th></tr>
<tr><td>Overall via count from detail_route</td><td>22200</td></tr>
<tr><td>Routed wire per std cell</td><td>24.8 um</td></tr>
<tr><td>TritonRoute pass-1 iters</td><td>7</td></tr>
<tr><td>Antenna Nets Post-Route</td><td>0</td></tr>
<tr><td>Vias per inst</td><td>5.47</td></tr>
<tr><td>Starting DRT DRC Count</td><td>1292</td></tr>
<tr><td>Residual DRC</td><td>0</td></tr>
<tr><td>Total Wirelength</td><td>101 mm</td></tr>
<tr><th colspan="2">Floorplan</th></tr>
<tr><td>Starting density of the core</td><td>40.6%</td></tr>
<tr><td>Num ports</td><td>81</td></tr>
<tr><td>Core Area</td><td>108000 um2</td></tr>
<tr><td>Die ar.</td><td>111000 um2</td></tr>
<tr><td>Width of the chip</td><td>333 um</td></tr>
<tr><td>Floorplan row count</td><td>120</td></tr>
<tr><td>Vertical extent of the die</td><td>333 um</td></tr>
<tr><th colspan="2">Power and ir drop</th></tr>
<tr><td>Max IR drop VDD</td><td>0.0000981 V</td></tr>
<tr><td>Power after layout</td><td>6.51 mW</td></tr>
<tr><td>Power density normalized to cell area</td><td>131 nW/um2</td></tr>
<tr><td>P_leak</td><td>17.2 nW</td></tr>
<tr><th colspan="2">Placement</th></tr>
<tr><td>Number of port buffers</td><td>80</td></tr>
<tr><td>Final HPWL from detailed placement</td><td>60.5 mm</td></tr>
<tr><td>Cell total after placement</td><td>3845</td></tr>
<tr><td>Total cell area at the placement stage</td><td>46100 um2</td></tr>
<tr><td>Final GP Congestion</td><td>0.844</td></tr>
<tr><td>Pre-CTS setup slack</td><td>10.26 ns</td></tr>
<tr><th colspan="2">Setup path</th></tr>
<tr><td>Critical path data arrival time</td><td>5.48 ns</td></tr>
<tr><td>Critical-path maximum fanout</td><td>98</td></tr>
<tr><td>Type of element capturing the critical path</td><td>flop</td></tr>
<tr><td>Category of the most critical setup path</td><td>flop to flop</td></tr>
<tr><td>Sequence of cells on the critical path</td><td>buf_4 &gt; buf_4 &gt; buf_4 &gt; buf_12 &gt; mux2i_1 &gt; a22oi_1 &gt; a21oi_1 &gt; nor4_1 &gt; mux2_2</td></tr>
<tr><td>Critical-path top delay cell</td><td>dfrtp_4</td></tr>
<tr><td>Critical path launch point type</td><td>flop</td></tr>
<tr><td>Most used cell along the critical path</td><td>buf_4</td></tr>
<tr><td>Max stage delay on crit path</td><td>0.79 ns</td></tr>
<tr><td>Critical path required time</td><td>15.75 ns</td></tr>
<tr><th colspan="2">Min path</th></tr>
<tr><td>Type of the most critical hold path</td><td>flop to flop</td></tr>
<tr><th colspan="2">Run status</th></tr>
<tr><td>Result of the run</td><td>finished, final reports clean</td></tr>
</table>
[layer usage]
metal | part of all wire [%] | global-route usage (%)
met1 | 35 | 24.5
met2 | 48 | 30.5
met3 | 14 | 12.7
met4 | 2.0 | 3.74
met5 | 0.43 | 2.82
[cells by family (layout without fill, tap and decap cells)]
kind of cell           after synthesis  count (layout)  synth area share [%]
DFF                               1135            1135                  76.6
other                                0               4                     0
buffers and inverters              145             376                  2.11
muxes                              544             544                  12.5
and+or+nand+nor                    213             213                  2.85
AOI/OAI and AO/OA                  384             384                  5.86
[registers in the layout (all words and copies together) (netlist names)]
signal and count:
last_rdata 32, ren 1, wdata 32, wen_byte 4
windex 5, rindex 5, WRAPPED_MODULE.rreg 32, WRAPPED_MODULE.bram_array 1024
[where the power goes]
part           switching (mW)  internal (mW)
Combinational           0.206          0.133
Sequential             0.0318           3.47
Clock                    1.12           1.55
[synth_stat cells, types with 22 or more instances]
| master | n | area, um2 |
|---|---|---|
| buf_6 | 25 | 282 |
| nor4_1 | 32 | 200 |
| buf_4 | 22 | 165 |
| a21oi_1 | 128 | 641 |
| edfxtp_1 | 1024 | 30700 |
| dfrtp_1 | 111 | 2780 |
| mux2i_1 | 512 | 5120 |
| mux2_2 | 32 | 360 |
| and2_1 | 129 | 807 |
| clkbuf_1 | 63 | 236 |
| a22oi_1 | 256 | 1920 |
| nor2_1 | 34 | 128 |
[critical path, delay by kind of cell (launching register included)]
kind | cells | cell delay [ns]
buffers and inverters | 4 | 2.71
AND-OR/OR-AND | 2 | 0.47
flip-flops | 1 | 0.79
AND/OR/NAND/NOR | 1 | 0.10
multiplexers | 2 | 0.55
[final cells by class]
class                      count  area [um2]  area share, %
clock inverter                57         493          0.992
multi-input combinational   1141        9330           18.8
clock buffer                 153        3100           6.24
timing repair buffer         166        1470           2.96
antenna                        4        10.0         0.0201
tap                         1403        1760           3.53
sequential                  1135       33500           67.5
[final timing paths]
kind | to | slack, ns | from | cells after the start
setup reg to reg | WRAPPED_MODULE.rreg[26]$_DFFE_PN0P_ | 10.28 | rindex[0]$_DFF_PN0_ | 9
min in group asynchronous | WRAPPED_MODULE.rreg[21]$_DFFE_PN0P_ | 2.34 | nRST | 1
hold reg to reg | last_rdata[6]$_DFF_PN0_ | 0.37 | WRAPPED_MODULE.rreg[6]$_DFFE_PN0P_ | 0
setup / recovery | WRAPPED_MODULE.rreg[26]$_DFFE_PN0P_ | 10.28 | rindex[0]$_DFF_PN0_ | 9
max in group asynchronous | WRAPPED_MODULE.rreg[3]$_DFFE_PN0P_ | 11.79 | nRST | 2
hold / removal | last_rdata[6]$_DFF_PN0_ | 0.37 | WRAPPED_MODULE.rreg[6]$_DFFE_PN0P_ | 0
Power figures rest on the tool's default switching activity, not on a simulated workload.
